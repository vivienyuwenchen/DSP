File: flow/run.sh
#!/bin/bash
# OpenROAD 26Q1-2900-gdf79404cd8, Yosys 0.63+post, stock flow scripts
make -C /OpenROAD-flow-scripts/flow DESIGN_CONFIG=/design/flow/config.mk WORK_HOME=/design/flow/orfs finish
File: flow/design.v
module mux2 #( parameter W = 32 )
(
    input[W-1:0]    in0,
    input[W-1:0]    in1,
    input           sel,
    output[W-1:0]   out
);
    assign out = (sel) ? in1 : in0;
endmodule
module mux4 #( parameter W = 32 )
(
    input [W-1:0] in0,               
    input [W-1:0] in1,               
    input [W-1:0] in2,               
    input [W-1:0] in3,               
    input [1:0] sel,                 
    output [W-1:0] out               
);
    assign out = sel[1] ? (sel[0] ? in3 : in2) : (sel[0] ? in1 : in0);
endmodule
module mux8 #( parameter W = 32 )
(
    input [W-1:0] in0, in1, in2, in3, in4, in5, in6, in7,
    input [2:0] sel,    
    output [W-1:0] out
);
    assign out = sel[2] ? (sel[1] ? (sel[0] ? in7 : in6) : (sel[0] ? in5 : in4)) : (sel[1] ? (sel[0] ? in3 : in2) : (sel[0] ? in1 : in0));
endmodule
module testMUX2();
    reg [31:0] in0;
    reg [31:0] in1;
    reg sel;
    wire [31:0] out;
    mux2 #(32) dut(.in0(in0),
                    .in1(in1),
    			    .sel(sel),
    			    .out(out));
    initial begin
        $display("--------------------------------------------------");
        $display("MUX2 tests starting...");
        in0=32'hAAAAAAAA; in1=32'hBBBBBBBB; sel=1'b0; #1000
        if(out != 32'hAAAAAAAA)
            $display("ERROR Expected: AAAAAAAA, Got: %h", out);
        in0=32'hAAAAAAAA; in1=32'hBBBBBBBB; sel=1'b1; #1000
        if(out != 32'hBBBBBBBB)
            $display("ERROR Expected: BBBBBBBB, Got: %h", out);
        $display("MUX2 tests done!");
        $display("--------------------------------------------------");
    end
endmodule
module testMUX4();
    reg [31:0] in0;
    reg [31:0] in1;
    reg [31:0] in2;
    reg [31:0] in3;
    reg [1:0] sel;
    wire [31:0] out;
    mux4 #(32) dut(.in0(in0),
                    .in1(in1),
                    .in2(in2),
                    .in3(in3),
                    .sel(sel),
                    .out(out));
    initial begin
        #3000
        $display("--------------------------------------------------");
        $display("MUX4 tests starting...");
        in0=32'h0; in1=32'h1; in2=32'h2; in3=32'h3;
        sel=2'b00; #1000
        if(out != 32'h0)
            $display("ERROR Expected: 0, Got: %h", out);
        sel=2'b01; #1000
        if(out != 32'h1)
            $display("ERROR Expected: 1, Got: %h", out);
        sel=2'b10; #1000
        if(out != 32'h2)
            $display("ERROR Expected: 2, Got: %h", out);
        sel=2'b11; #1000
        if(out != 32'h3)
            $display("ERROR Expected: 3, Got: %h", out);
        $display("MUX4 tests done!");
        $display("--------------------------------------------------");
    end
endmodule
module testMUX8();
    reg [31:0] in0, in1, in2, in3, in4, in5, in6, in7;
    reg [2:0] sel;
    wire [31:0] out;
    mux8 #(32) dut(.in0(in0),
                    .in1(in1),
                    .in2(in2),
                    .in3(in3),
                    .in4(in4),
                    .in5(in5),
                    .in6(in6),
                    .in7(in7),
                    .sel(sel),
                    .out(out));
    initial begin
        #8000
        $display("--------------------------------------------------");
        $display("MUX8 tests starting...");
        in0=32'h0; in1=32'h1; in2=32'h2; in3=32'h3; in4=32'h4; in5=32'h5; in6=32'h6; in7=32'h7;
        sel=3'b000; #1000
        if(out != 32'h0)
            $display("ERROR Expected: 0, Got: %h", out);
        sel=3'b001; #1000
        if(out != 32'h1)
            $display("ERROR Expected: 1, Got: %h", out);
        sel=3'b010; #1000
        if(out != 32'h2)
            $display("ERROR Expected: 2, Got: %h", out);
        sel=3'b011; #1000
        if(out != 32'h3)
            $display("ERROR Expected: 3, Got: %h", out);
        sel=3'b100; #1000
        if(out != 32'h4)
            $display("ERROR Expected: 4, Got: %h", out);
        sel=3'b101; #1000
        if(out != 32'h5)
            $display("ERROR Expected: 5, Got: %h", out);
        sel=3'b110; #1000
        if(out != 32'h6)
            $display("ERROR Expected: 6, Got: %h", out);
        sel=3'b111; #1000
        if(out != 32'h7)
            $display("ERROR Expected: 7, Got: %h", out);
        $display("MUX8 tests done!");
        $display("--------------------------------------------------");
    end
endmodule
File: flow/config.mk
export PLATFORM = sky130hd
export DESIGN_NAME = mux4
export DESIGN_NICKNAME = mux4
export VERILOG_FILES = /design/flow/design.v
export SDC_FILE = /design/flow/constraint.sdc
export NUM_CORES = 4
export LEC_CHECK = 1
export CORE_AREA = 10 10 76 76
export DIE_AREA = 0 0 86 86
File: flow/constraint.sdc
current_design mux4

set clk_period 1.0
set clk_io_pct 0.2

create_clock -name clk0 -period $clk_period

set non_clock_inputs [all_inputs -no_clocks]
set_input_delay [expr $clk_period * $clk_io_pct] -clock clk0 $non_clock_inputs
set_output_delay [expr $clk_period * $clk_io_pct] -clock clk0 [all_outputs]
==> results.sh <==
# source this file to load flow results
export IMPL_setup_slack_ns=-0.354
export IMPL_power_leakage_uw=0.00113
export IMPL_synthCells=39
export IMPL_pwr_density_cell_nw_per_um2=365
export IMPL_flops=0
export IMPL_grt_util_all_layers_pct=15.9
export IMPL_overflow=0
export IMPL_ctsHoldBuffers=0
export IMPL_openroad_warnings=36
export IMPL_yosysWarnings=0
export IMPL_coreArea_sq_um=4120
export IMPL_slowest_stage="mux4_2"
export IMPL_ys_top_cells_by_area="mux4_2, buf_12, mux4_1, buf_2, buf_6"
export IMPL_ir_drop_v=0.000151
export IMPL_crit_path_cell_trace="buf_12 > buf_12 > buf_12 > mux4_2 > buf_2"
export IMPL_rsz0062_at_grt="yes"
export IMPL_crit_type="input pin to primary output"
export IMPL_fmax_mhz=738
export IMPL_startpoint_type="input pin"
export IMPL_seqCellArea_sq_um=0
export IMPL_hold_ws_ns=0.885
export IMPL_fp_util_pct=19.8
export IMPL_crit_path_max_fanout=6
export IMPL_worst_pin_slew_ns=0.103
export IMPL_fp_dieH_microns=86
export IMPL_routedWlPerCell_microns=23.5
export IMPL_cp_arrival_ns=1.15
export IMPL_port_buffers=162
export IMPL_grtUsageMet3_pct=8.20
export IMPL_cpLargestDelayFamily="multiplexers"
export IMPL_vias_per_cell=4.62
export IMPL_fillers=412
export IMPL_antenna_found_initial=1
export IMPL_violations="setup timing"
export IMPL_cp_required_ns=0.80
export IMPL_hold_viol=0
export IMPL_setup_tns_ns=-9.27
export IMPL_die_w_microns=86
export IMPL_end_kind="primary output"
export IMPL_fin_util_pct=56.2
export IMPL_crit_top_cell="buf_12"
export IMPL_ios=162
export IMPL_areaGrowthSynthToFinish_pct=184
export IMPL_use_met1_pct=17.2
export IMPL_wirelength_microns=6060
export IMPL_synth_cell_types=5
export IMPL_synth_top_cell_by_count="mux4_2"
export IMPL_dr_total_vias=1191
export IMPL_drc=0
export IMPL_ys_cells=39
export IMPL_status="finished with violations"
export IMPL_ant_nets=0
export IMPL_top_area_share_pct=82.9
export IMPL_relSlewSlack_pct=93.1
export IMPL_period_needed_ns=1.35
export IMPL_num_rows=23
export IMPL_setup_viol=32
export IMPL_ys_seq_share_pct=0
export IMPL_drive_gt1_share_pct=38.2
export IMPL_grt_pass1_vias=1461
export IMPL_use_met2_pct=28.3
export IMPL_top_usage_layer="met2"
export IMPL_drtIter0Drc=33
export IMPL_grt_max_degree=17
export IMPL_cp_num_buf_inv=4
export IMPL_hold_path_class="input pin to primary output"
export IMPL_max_stage_delay_ns=0.49
export IMPL_top_area_cell="mux4_2"
export IMPL_nClkBuffers=0
export IMPL_period_used_pct=135
export IMPL_slew_viol_final=0
export IMPL_synthesis_area_sq_um=815
export IMPL_first_pass_iters=3
export IMPL_finalWeightedCongestion=0.888
export IMPL_top_cells_by_count="mux4_2, buf_12, buf_2"
export IMPL_chip_area_sq_um=7400
export IMPL_grt_first_pass_wirelength_microns=8800
export IMPL_maxCapViolations=0
export IMPL_yosys_area_sq_um=815
export IMPL_avgSynthCellArea_sq_um=20.9
-- report_power, final --
| group | internal [uW] | switching, uW | total, uW |
|---|---|---|---|
| logic | 629 | 214 | 843 |
| clock network | 0.000134 | 0 | 0.000134 |
| registers | 0 | 0 | 0 |
| total | 629 | 214 | 843 |
-- what timing repair did --
item                                    in CTS  in global routing
gates cloned                                 3                  0
endpoints found under the setup margin      32                 32
setup buffers                                6                  0
resized                                    246                  0
-- tightest hold or removal path, cell delays in order --
cell,delay [ns]
dlygate4sd2_1,0.19
mux4_2,0.21
buf_2,0.09
-- area by class of cell --
type	count	area (sq um)	area share (%)
multi-input cells	32	721	31.2
diodes	1	2.50	0.108
well taps	50	62.6	2.71
repair buffers	175	1530	66.0
-- path summary, 6_finish.rpt --
path	start	to	slack [ns]	cells after the start
worst min-delay path	in2[27]	out[27]	0.89	3
worst max-delay path	sel[0]	out[30]	-0.35	5
-- stage by stage --
| stage | std cells | setup WS, ns | total power (uW) | area (sq um) |
|---|---|---|---|---|
| after floorplan | 39 | -0.0916 | 287 | 823 |
| final | 258 | -0.354 | 843 | 2310 |
| after detailed placement | 248 | -0.919 | 1090 | 2470 |
| after CTS | 257 | -0.366 | 864 | 2310 |
| after global routing | 258 | -0.390 | 915 | 2310 |
| after global placement | 248 | -0.902 | 1080 | 2470 |
-- cells by family (layout without fill, tap and decap cells) --
group,Yosys count,in the layout,synth area share (%)
buf+inv,7,175,10.6
other cells,0,1,0
mux,32,32,89.4
-- per-layer routing --
metal	part of all wire, %	routed length [microns]
met1	34	2040
met3	13	764
met4	0.43	26
met5	0	0
met2	53	3230
-- cells in the final DEF, fill, tap and decap left out --
cell type and count:
dlygate4sd2_1 128, buf_6 1, buf_2 32, mux4_2 32, bufbuf_16 1, buf_4 6, diode_2 1, buf_16 2
buf_12 5
Power figures rest on the tool's default switching activity, not on a simulated workload.
